--- design.v ---
module LVDS_IN_STATUS
(
	input clk_100Mz,
	input clk_1Mz,
	input	[2: 0]	j,
	input	[2: 0]	cnt_check_channel,
	input	[7: 0]	cnt_1Mz,
	input 			clk_out_in,
	input 			izp_uva_in,
	input			im_uva_in,
	input			do_1_in,
	output	[7: 0]	ready_channel
);
localparam MIN_cnt = 40;
localparam MAX_cnt = 60;
logic [7: 0] status;  
logic [2: 0] cnt_status [2: 0];
logic [8: 0] cnt_check_kz [2: 0];
logic [2: 0] cnt_flag_kz [2: 0];
logic [7: 0] flag_kz = 0;
logic [6: 0] cnt_clk_100Mz = 0;
logic [3: 0] data_in;  
assign data_in [0] = clk_out_in;
assign data_in [1] = izp_uva_in;
assign data_in [2] = im_uva_in;
assign data_in [3] = do_1_in;
genvar i;
generate  
	for (i = 0; i < 4; i = i + 1)  
	begin : gerator
		LVDS_STATUS lvds_status
		(
			.clk_fpga(clk_100Mz),
			.clk_check(clk_1Mz),
			.clk_in(data_in[i]),
			.status(status[i]) 
		);
	end
	always @(posedge clk_100Mz)
	begin
		if ((cnt_check_kz [j] > MIN_cnt) & (cnt_check_kz [j] < MAX_cnt))
			flag_kz [j] <= 1;
		else 
			flag_kz [j] <= 0;
		if (cnt_clk_100Mz == 99)
		begin
			cnt_check_kz [j] <= 0;
			cnt_clk_100Mz <= 0;
		end	else
		begin
			if (((data_in [j] == data_in [0]) + (data_in [j] == data_in [1]) + (data_in [j] == data_in [2]) + (data_in [j] == data_in [3])) == 1)
				cnt_check_kz [j] <= cnt_check_kz [j] + 1;	
				cnt_clk_100Mz <= cnt_clk_100Mz + 1;	
		end		
	end
	always @(posedge clk_1Mz)
	begin
		if (flag_kz [j] == 1)
			cnt_flag_kz [j] <= cnt_flag_kz [j] + 1;
		if (status [j] == 1)
			cnt_status [j] <= cnt_status [j] + 1;
		if (cnt_check_channel == 7)
		begin
			cnt_status [j] <= 0;
			cnt_flag_kz [j] <= 0;
			if ((cnt_flag_kz [j] > 2) & (cnt_status [j] > 2))
				ready_channel [j] <= 1;
			else
				ready_channel [j] <= 0;	
		end
	end
endgenerate
endmodule		
module LVDS_STATUS
(
	input 	logic 			clk_fpga,  
	input	logic			clk_check,
	input	logic			clk_in,  
	output	logic			status  
);
localparam MIN_cnt = 44;
localparam WATCHDOG_TIME = 150;
logic	[5: 0] 	cnt_positive;
logic 	[5: 0] 	cnt_negative;
logic 	[7: 0]	cnt_watchdog;
logic			status_positive;
logic			status_negative;
logic			status_watchdog;
logic 			flag_edge;
logic			prev_flag_edge;
logic			flag_check;
logic			prev_flag_check;
always @(posedge clk_fpga)
begin
	flag_edge <= clk_in;
	prev_flag_edge <= flag_edge;
	flag_check <= clk_check;
	prev_flag_check <= flag_check;
end
always @(posedge clk_fpga)
begin
	if (flag_edge)
	begin
		cnt_positive <= cnt_positive + 1;
		if(flag_check != prev_flag_check)
		begin
			status_negative <= (cnt_negative > MIN_cnt) ? 1 : 0;
			cnt_negative <= 0;
		end
	end
	else
	begin
		cnt_negative <= cnt_negative + 1;
		if(flag_check != prev_flag_check)
		begin
			status_positive <= (cnt_positive > MIN_cnt) ? 1 : 0;
			cnt_positive <= 0;
		end
	end
end
always @(posedge clk_fpga)
begin
	if (prev_flag_edge == flag_edge)
	begin
		if (cnt_watchdog != WATCHDOG_TIME)
		begin
			cnt_watchdog <= cnt_watchdog + 1;
			status_watchdog <= 1;
		end
		else
		begin
			status_watchdog <= 0;
		end
	end
	else
	begin
		cnt_watchdog <= 0;
		status_watchdog <= 1;
	end
end
always @(posedge clk_fpga)
begin
	status <= (status_negative & status_positive & status_watchdog) ? 1 : 0; 
end 
endmodule
--- config.mk ---
export PLATFORM = sky130hd
export DESIGN_NAME = LVDS_IN_STATUS
export DESIGN_NICKNAME = LVDS_IN_STATUS
export VERILOG_FILES = /design/flow/design.v
export SDC_FILE = /design/flow/constraint.sdc
export NUM_CORES = 4
export LEC_CHECK = 1
export CORE_UTILIZATION = 40
--- constraint.sdc ---
current_design LVDS_IN_STATUS

set clk_period 4.6
set clk_io_pct 0.2

create_clock -name clk0 -period $clk_period [get_ports {clk_100Mz}]
create_clock -name clk1 -period $clk_period [get_ports {clk_1Mz}]

set non_clock_inputs [all_inputs -no_clocks]
set_input_delay [expr $clk_period * $clk_io_pct] -clock clk0 $non_clock_inputs
set_output_delay [expr $clk_period * $clk_io_pct] -clock clk0 [all_outputs]
--- run.sh ---
#!/bin/bash
# OpenROAD 26Q1-2900-gdf79404cd8, Yosys 0.63+post, stock flow scripts
make -C /OpenROAD-flow-scripts/flow DESIGN_CONFIG=/design/flow/config.mk WORK_HOME=/design/flow/orfs finish
==> notes.md <==
Status of the implementation.

- The type of the worst setup path is in -> reg, for reference.
- After synthesis, the cell types taking the most area are sky130_fd_sc_hd__edfxtp_1 44%, sky130_fd_sc_hd__dfxtp_1 14%, sky130_fd_sc_hd__ha_1 6.2%, sky130_fd_sc_hd__xor2_1 4.8%, sky130_fd_sc_hd__nor2_1 4.4%.
- The report lists the power per cell area as 413 mW/mm².
- The adder-cell area share of the yosys netlist is 6.24%, for reference.
- The worst setup path is captured at a flip-flop.
- The share of synthesized area spent on multiplexers is 3.90%, for reference.
- The combined flip-flop and latch cell area is 0.00465 mm², for reference.
- The number of warnings in the stage logs is 54, for reference.
- The maximum net fanout on the critical path is 9, for reference.
- The checks that failed: negative hold slack.
- In this run the tool buffered the top-level ports with 18 buffer cells.
- The first global-routing pass estimated 21.6 mm of wire.
- The number of different library cells in the post-synthesis netlist is 47, for reference.
- The number of buffers added for setup after CTS is 0, for reference.
- STA classifies the critical path startpoint as an input pin.
- Per the post-route antenna check, the number of violating nets is 0.
- By area, the combinational part of the netlist is dominated by simple AND/OR/NAND/NOR gates.
- The count of pins over their slew limit is 0, for reference.
- In this run the vertical extent of the chip is 144 µm.
- The run finished, with violations left.
- The report lists the number of standard-cell rows as 51.
- The residual DRC count is 0, for reference.
- For this design, the slowest cell found on the critical path is sky130_fd_sc_hd__mux4_2.
- The worst IR drop on VDD is 263 µV, for reference.
- The total grt overflow is 0, for reference.
- The chip occupies 0.0206 mm².
- The cell type with the largest total area after synthesis is sky130_fd_sc_hd__edfxtp_1, for reference.
- The via count of the first global-routing pass came to 4723.
- The floorplan step set the die width to 144 µm.
- The final-layout worst hold slack is -0.171 ns, for reference.
- The number of primary I/O pins is 28, for reference.
- The startpoint of the lowest-slack register-to-register path is cnt_check_kz[0][1], for reference.
- The area growth from synthesis to final layout is 15.8%, for reference.
- The leakage power in the latest report is 3.63 nW.
- On the worst path, the slowest cell contributes a delay of 0.59 ns.
- After synthesis the netlist holds a flip-flop and latch count of 174.
- The sequential area share after synthesis is 58.0%, for reference.
- The sum of net half-perimeters after detailed placement is 8.19 mm, for reference.
- The multi-input combinational cells in the finished layout cover a total of 0.00317 mm².
- Of the total synthesized cell area, the portion taken by XOR and XNOR cells is 8.40%.
- The synthesized netlist devotes 3.32% of its cell area to compound gates.
- Hold repair after CTS inserted 0 buffers.
- Post-synthesis, Yosys gives the total cell area as 0.00802 mm².
- The total via count after detailed routing is 4717, for reference.
- Entering global routing, the biggest net connects 28 pins.
- Summed over all layers, the routed wires come to 12.3 mm.
- The initial DRC count is 277, for reference.
- The synthesized area per cell is 11.7 µm², for reference.
- The launch point of the critical path was reported as j[0].
- The max-capacitance violation count is 0, for reference.
- The number of antenna violations at the first check in global routing was 1.
- In this run the critical path is formed by clkdlybuf4s50_1 > mux4_2 > xnor2_1 > ha_1 > or3_1 > ha_1 > nor3b_1 > nand2b_1 > a21oi_1.
- The OpenROAD report gives the critical path a required time of 4.82 ns.
- The core area is 0.0196 mm², for reference.
- The first detailed-routing pass ran for 4 iterations.
- The final routed wire length divided by cell count is 12.3 µm, for reference.
- In the layout the commonest cells are 117 x sky130_fd_sc_hd__edfxtp_1, 94 x sky130_fd_sc_hd__nor2_1, 57 x sky130_fd_sc_hd__dfxtp_1.
- The cell with the most instances on the worst path is sky130_fd_sc_hd__ha_1, for reference.
- After detailed routing, the number of vias per cell comes to 4.73.
- The share of the core area taken by cells at floorplan is 41.0%.
- At the end of routability-driven placement, the weighted congestion stood at 0.805.
- The mapped netlist covers 0.00802 mm².
- The simple-gate share of the synthesized area is 17.6%, for reference.
- The signal arrival time at the worst endpoint is 3.97 ns, for reference.
- Setup repair after global routing left no endpoint under its margin.
- The share of post-route cells with drive strength above 1 is 7.93%, for reference.
- The startpoint identified for the worst hold timing path is clk_1Mz.
- The top cell type by area accounts for 43.8% of the synthesized area.
- Summing internal, switching and leakage power gives 3.83 mW.
- The final hold violation count is 1, for reference.
- The slew at the pin closest to its max-slew limit is 0.939 ns, for reference.
- The class of the tightest hold or removal check is clk -> reg, for reference.
- The global-route usage over all layers is 13.9%, for reference.
- The post-route setup TNS is 0 ns, for reference.
- The max-slew check reports its worst relative slack as 36.8%.
- Post-CTS repair ended up resizing 0 cells.
- The filler cells instantiated in the layout total 1656.
- The register clock-pin slew on the reported worst setup and hold paths is 0.06 ns, for reference.
- The most common logic cell in the routed design is sky130_fd_sc_hd__edfxtp_1, for reference.
- TritonCTS built the clock tree.
- The yosys synthesis warning count is 8, for reference.
- The cell count after synthesis came out at 687.
- The count of endpoints failing setup in the final report is 0, for reference.
- In the final run the clock tree shows a worst skew of 0.00706 ns.
- The yosys cell count is 687, for reference.
-- critical path: cells and delay by family --
family,cells,cell delay [ns]
and+or+nand+nor,3,0.97
adders and majority gates,2,0.46
xor gates and xnor gates,1,0.15
AOI/OAI and AO/OA,1,0.29
muxes,1,0.59
buffers and inverters,1,0.58
-- through the flow --
step | util, % | instances | hold WS, ns | instance area, µm² | worst slack [ns]
4_1_cts | 47.4 | 996 | -0.191 | 9290 | 0.881
2_1_floorplan | - | 687 | 0.0277 | 8020 | 0.857
3_3_place_gp | 43.4 | 957 | 0.0277 | 8500 | 0.487
3_5_place_dp | 43.4 | 957 | 0.0277 | 8500 | 0.466
6_report | 47.4 | 997 | -0.171 | 9300 | 0.858
5_1_grt | 47.4 | 996 | -0.198 | 9290 | 0.622
-- synthesized netlist by cell type, drive strengths merged --
library cell  instances
nor3                  7
and3                 23
nor4b                 1
o311ai                1
and2                 27
or3                   4
ha                   40
nand4bb               1
mux2                  7
and4                  2
mux4                  4
or2                   2
a21oi                13
nand2                27
nand2b               12
nor3b                 1
buf                   6
nand4b                1
a211o                 1
a211oi                2
o21ai                 8
o211ai                1
nand3b                3
a21o                  4
a41oi                 1
nand4                 3
xnor2                33
mux2i                14
xor2                 44
a21boi                1
inv                  29
clkbuf               15
nor2                 94
nor2b                25
dfxtp                57
nand3                40
o21a                  9
a22oi                 1
edfxtp              117
nor4                  6
-- per-layer routing --
layer / track usage [%] / up-vias / wire length, µm
li1: - / 2444 / -
met1: 21.0 / 2175 / 5960
met2: 20.5 / 81 / 5420
met3: 5.09 / 17 / 661
met4: 2.80 / 0 / 231
met5: 0 / - / 0
-- report_power, final --
group          internal, mW  total [mW]  switching (mW)
Clock                  1.14        1.73           0.586
Combinational         0.120       0.287           0.166
Sequential             1.76        1.82          0.0538
Total                  3.03        3.83           0.806
-- final timing paths --
path	endpoint	slack, ns	cells past startpoint
max in group clk1	flip-flop	1.40	8
max reg2reg	cnt_check_kz[0][8]	2.59	8
min	gerator[3].lvds_status.flag_check	-0.17	2
min reg2reg	gerator[2].lvds_status.prev_flag_check	0.37	0
min in group clk1	cnt_flag_kz[1][0]	0.78	3
max	cnt_check_kz[0][8]	0.86	9
-- layout make-up --
| cell class | instances | area share [%] |
|---|---|---|
| flip-flops and latches | 174 | 50.1 |
| inverters | 29 | 1.17 |
| clock buffers | 33 | 7.83 |
| diodes | 1 | 0.0269 |
| repair buffers | 26 | 2.58 |
| multi-input cells | 463 | 34.1 |
| well taps | 265 | 3.57 |
| clock inverters | 6 | 0.646 |
-- sequential cells by signal, summed over array words and instances (netlist names), named ones only --
name                                 flops
gerator.lvds_status.flag_check           1
gerator.lvds_status.status_negative      4
gerator.lvds_status.prev_flag_edge       4
gerator.lvds_status.status               4
cnt_clk_100Mz                            7
gerator.lvds_status.status_positive      4
gerator.lvds_status.prev_flag_check      1
gerator.lvds_status.cnt_negative        24
gerator.lvds_status.cnt_watchdog        32
cnt_check_kz                            27
cnt_status                               9
cnt_flag_kz                              9
gerator.lvds_status.flag_edge            4
gerator.lvds_status.status_watchdog      4
gerator.lvds_status.cnt_positive        24
-- kinds of logic (layout without fill, tap and decap cells) --
group	Yosys count	in the layout
AND-OR/OR-AND	42	42
XOR/XNOR	77	77
adder cells (fa/ha/maj)	40	40
buffers and inverters	50	94
flip-flops	174	174
multiplexers	25	25
other	0	1
AND/OR/NAND/NOR	279	279
Power is estimated from default activity; no workload was simulated.
