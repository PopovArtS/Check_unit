[flow/config.mk]
export PLATFORM = sky130hd
export DESIGN_NAME = LVDS_SOLO_LINE
export DESIGN_NICKNAME = LVDS_SOLO_LINE
export VERILOG_FILES = /design/flow/design.v
export SDC_FILE = /design/flow/constraint.sdc
export NUM_CORES = 4
export LEC_CHECK = 1
export CORE_AREA = 10 10 70 70
export DIE_AREA = 0 0 80 80
[flow/constraint.sdc]
current_design LVDS_SOLO_LINE

set clk_period 1.0
set clk_io_pct 0.2

create_clock -name clk0 -period $clk_period [get_ports {clk_100Mz}]

set non_clock_inputs [all_inputs -no_clocks]
set_input_delay [expr $clk_period * $clk_io_pct] -clock clk0 $non_clock_inputs
set_output_delay [expr $clk_period * $clk_io_pct] -clock clk0 [all_outputs]
[flow/design.v]
module LVDS_SOLO_LINE
(
	input clk_100Mz,
	input clk_1Mz,
	input [2: 0] j,
	output	logic		lvds_0,
	output	logic		lvds_1,
	output	logic		lvds_2,
	output	logic		lvds_3,
	output	logic		lvds_4,
	output	logic		lvds_5,
	output	logic		lvds_6,
	output	logic		lvds_7
);
always @(posedge clk_100Mz)
begin	
	case (j)
	0:	begin
			lvds_0 <= clk_100Mz;
			lvds_1 <= 0;
			lvds_2 <= 0;
			lvds_3 <= 0;
			lvds_4 <= 0;
			lvds_5 <= 0;
			lvds_6 <= 0;
			lvds_7 <= 0;
		end
	1:	begin
			lvds_0 <= 0;
			lvds_1 <= clk_100Mz;
			lvds_2 <= 0;
			lvds_3 <= 0;
			lvds_4 <= 0;
			lvds_5 <= 0;
			lvds_6 <= 0;
			lvds_7 <= 0;
		end
	2:	begin
			lvds_0 <= 0;
			lvds_1 <= 0;
			lvds_2 <= clk_100Mz;
			lvds_3 <= 0;
			lvds_4 <= 0;
			lvds_5 <= 0;
			lvds_6 <= 0;
			lvds_7 <= 0;
		end
	3:	begin
			lvds_0 <= 0;
			lvds_1 <= 0;
			lvds_2 <= 0;
			lvds_3 <= clk_100Mz;
			lvds_4 <= 0;
			lvds_5 <= 0;
			lvds_6 <= 0;
			lvds_7 <= 0;
		end
	4:	begin
			lvds_0 <= 0;
			lvds_1 <= 0;
			lvds_2 <= 0;
			lvds_3 <= 0;
			lvds_4 <= clk_100Mz;
			lvds_5 <= 0;
			lvds_6 <= 0;
			lvds_7 <= 0;
		end
	5:	begin
			lvds_0 <= 0;
			lvds_1 <= 0;
			lvds_2 <= 0;
			lvds_3 <= 0;
			lvds_4 <= 0;
			lvds_5 <= clk_100Mz;
			lvds_6 <= 0;
			lvds_7 <= 0;
		end
	6:	begin
			lvds_0 <= 0;
			lvds_1 <= 0;
			lvds_2 <= 0;
			lvds_3 <= 0;
			lvds_4 <= 0;
			lvds_5 <= 0;
			lvds_6 <= clk_100Mz;
			lvds_7 <= 0;
		end
	7:	begin
			lvds_0 <= 0;
			lvds_1 <= 0;
			lvds_2 <= 0;
			lvds_3 <= 0;
			lvds_4 <= 0;
			lvds_5 <= 0;
			lvds_6 <= 0;
			lvds_7 <= clk_100Mz;
		end
	endcase
end
endmodule
[flow/run.sh]
#!/bin/bash
# OpenROAD 26Q1-2900-gdf79404cd8, Yosys 0.63+post, stock flow scripts
make -C /OpenROAD-flow-scripts/flow DESIGN_CONFIG=/design/flow/config.mk WORK_HOME=/design/flow/orfs finish
==> out/summary.json <==
{
  "switching_share_pct": 23.21,
  "postCtsResizedCells": 24,
  "timing_hold_violations_final": 0,
  "io-pin-count": 13,
  "worstMarginPinSlew_ns": 0.2282,
  "area_growth_pct": 72.06,
  "die_w_um": 80,
  "slew_violations": 0,
  "maximum_number_of_pins_on_one_net_before_global_route_repair": 9,
  "crit_path_cells": "buf_2",
  "power.share.sequential_pct": 36.6,
  "detail-route-antenna-nets": 0,
  "ys_area_um2": 255.2,
  "timing.setup.tns_ns": 0,
  "tritoncts": "built",
  "whs_ns": 0.1085,
  "worst_path_class_setup": "reg2out",
  "floorplan.core_util_pct": 7.473,
  "cts.hold.buffers_added": 0,
  "status": "finished, final reports clean",
  "die-height_um": 80,
  "leakage_power_summed_over_all_cells_uw": 0.0001931,
  "power.density_cell_area_nw_per_um2": 2346,
  "synth.distinct_cells": 7,
  "starting_drt_drc_count": 6,
  "maximum_resistive_drop_on_vdd_uv": 313.9,
  "netlist_area_pre_place_um2": 255.2,
  "drt-total-wl_um": 599,
  "p_int_uw": 791.1,
  "grt_pass1_vias": 259,
  "max-slew-margin-rel_pct": 84.74,
  "worstSetupEndpointType": "output port",
  "grtUsageTotal_pct": 1.648,
  "first_pass_grt_wire_length_um": 841,
  "placement.io_buffers": 11,
  "layout_min_cycle_time_ns": 0.9444,
  "share_of_final_layout_standard_cells_stronger_than_drive_strength_1_pct": 57.14,
  "share_comb_of_total_power_pct": 5.7,
  "detailedRoute.firstPassIterationCount": 2,
  "tally_of_openroad_warnings": 34,
  "post_synth_inst_count": 16,
  "worst_setup_path_start_kind": "flop",
  "timing.critical_path.slowest_stage_cell": "sky130_fd_sc_hd__dfxtp_1",
  "vias_per_cell": 2.667,
  "worst-endpoint-required_ns": 0.80,
  "final_cycle_share_pct": 94.44,
  "wl_per_cell_um": 7.395,
  "globalRoute.totalOverflow": 0,
  "yosys_warnings": 1,
  "antenna_found_initial": 0,
  "num_rows": 21,
  "clk_transition_reported_paths_ns": 0.05,
  "cts_setup_buffers": 0,
  "n_antenna_cell": 0,
  "top_family_by_delay_on_critical_path": "flip-flops",
  "timing.hold.worst.class": "clk2reg",
  "drt_drc_violations_left": 0,
  "fmax_mhz": 1059,
  "worst_ep_arrival_time_ns": 0.74,
  "clock_power_share_pct": 57.6,
  "cp_max_fo": 1,
  "core-area_um2": 3416,
  "synth.yosys.seq_area_share_pct": 62.75,
  "vias": 216,
  "replace_congestion": 0.6681,
  "switchingPower_uw": 239.1,
  "timing.max_cap.violations": 0,
  "synth.yosys.num_cells": 16,
  "rsz0062_at_grt": "no",
  "ys.flops": 8,
  "chip_area_um2": 6400,
  "critPathBufInv": 1,
  "post_syn_area_per_cell_um2": 15.95,
  "critical_path.max_stage_delay_ns": 0.29,
  "setup-violations-final": 0
}
==> path summary, 6_finish.rpt <==
kind	start	to	slack (ns)	cells past startpoint
max	lvds_6$_SDFF_PP0_	lvds_6	0.06	1
min	clk_100Mz	lvds_3$_SDFF_PP0_	0.11	3
==> worst min-delay path, cell delays in order <==
cell and delay, ns:
sky130_fd_sc_hd__clkbuf_4 0.11, sky130_fd_sc_hd__clkbuf_4 0.13, sky130_fd_sc_hd__and4b_1 0.18
==> stage by stage <==
stage / instances / utilization [%] / area, um2 / total power (uW) / setup WS (ns)
after floorplan: 16 / - / 255.2 / 431.3 / 0.1769
after global placement: 73 / 12.38 / 422.9 / 549.0 / -0.1657
after detailed placement: 73 / 12.38 / 422.9 / 550.5 / -0.1618
after CTS: 81 / 12.86 / 439.2 / 1064 / 0.03818
after global routing: 81 / 12.86 / 439.2 / 1109 / 0.005873
final: 81 / 12.86 / 439.2 / 1030 / 0.05562
==> metal layers <==
metal	up-vias	GRT usage [%]	share of wire, %
met5	-	0	0
met2	17	1.445	35
li1	102	-	-
met3	3	2.500	24
met4	0	2.817	4.3
met1	94	1.005	36
==> synth_stat cells, drive strengths merged <==
| cell | count | area share, % |
|---|---|---|
| and4 | 1 | 3.9 |
| dfxtp | 8 | 63 |
| nor4b | 1 | 5.9 |
| and4b | 3 | 13 |
| and4bb | 3 | 15 |
==> cell usage in the layout, fill, tap and decap left out, drive strengths merged <==
cell           netlist  routed
and4                 1       1
buf                  0       8
and4b                3       3
clkbuf               0       8
and4bb               3       3
nor4b                1       1
dfxtp                8       8
clkdlybuf4s50        0       3
==> final cells by class <==
type	count	area [um2]
fill	390	2977
clock buffer	8	56.30
tap	46	57.56
sequential	8	160.2
multi-input combinational	8	95.09
timing repair buffer	11	70.07
==> sequential cells by signal, summed over array words and instances, names as in the netlist <==
signal  cells
lvds_0      1
lvds_3      1
lvds_4      1
lvds_1      1
lvds_2      1
lvds_7      1
lvds_5      1
lvds_6      1
==> kinds of logic (layout without fill, tap and decap cells) <==
| logic type | count (synthesis) | after routing | synth area share, % |
|---|---|---|---|
| DFF | 8 | 8 | 62.74 |
| and+or+nand+nor | 8 | 8 | 37.25 |
| buffers and inverters | 0 | 19 | 0 |
==> power by group through the flow <==
stage | clock network (uW) | registers [uW] | logic (uW)
5_1_grt | 659 | 383 | 68.1
4_1_cts | 624 | 378 | 61.9
6_report | 594 | 378 | 58.9
No activity file was given, so power comes from the tool's default toggle rates.
