**./design.v**
```verilog
module clk_reciver
(
	input 	logic 			clk_fpga,  
	input	logic			clk_in,  
	input	logic			choose_channel,
	output	logic	[1: 0]	status  
);
localparam MIN_cnt = 44;
localparam WATCHDOG_TIME = 150;
logic	[5: 0] 	cnt_positive;
logic 	[5: 0] 	cnt_negative;
logic 	[7: 0]	cnt_watchdog;
logic			status_positive;
logic			status_negative;
logic			status_watchdog;
logic 			flag_edge;
logic			prev_flag_edge;
always @(posedge clk_fpga)
begin
	flag_edge <= clk_in;
	prev_flag_edge <= flag_edge;
end
always @(posedge clk_fpga)
begin
	if (flag_edge)
	begin
		cnt_negative <= 0;
		cnt_positive <= cnt_positive + 1;
		if (flag_edge != prev_flag_edge)
		begin
			status_negative <= (cnt_negative > MIN_cnt) ? 1 : 0;
		end
	end
	else
	begin
		cnt_positive <= 0;
		cnt_negative <= cnt_negative + 1;
		if (flag_edge != prev_flag_edge)
		begin
			status_positive <= (cnt_positive > MIN_cnt) ? 1 : 0;
		end
	end
end
always @(posedge clk_fpga)
begin
	if (prev_flag_edge == flag_edge)
	begin
		if (cnt_watchdog != WATCHDOG_TIME)
		begin
			cnt_watchdog <= cnt_watchdog + 1;
			status_watchdog <= 1;
		end
		else
		begin
			status_watchdog <= 0;
		end
	end
	else
	begin
		cnt_watchdog <= 0;
	end
end
always @(posedge clk_fpga)
begin
	if (choose_channel == 0)
		status [0] <= (status_negative & status_positive & status_watchdog) ? 1 : 0; 
	else
		status [1] <= (status_negative & status_positive & status_watchdog) ? 1 : 0; 
end 
endmodule
```
**./run.sh**
```bash
#!/bin/bash
# OpenROAD 26Q1-2900-gdf79404cd8, Yosys 0.63+post, stock flow scripts
make -C /OpenROAD-flow-scripts/flow DESIGN_CONFIG=/design/flow/config.mk WORK_HOME=/design/flow/orfs finish
```
**./config.mk**
```make
export PLATFORM = sky130hd
export DESIGN_NAME = clk_reciver
export DESIGN_NICKNAME = clk_reciver
export VERILOG_FILES = /design/flow/design.v
export SDC_FILE = /design/flow/constraint.sdc
export NUM_CORES = 4
export LEC_CHECK = 1
export CORE_AREA = 10 10 95 95
export DIE_AREA = 0 0 105 105
```
**./constraint.sdc**
```tcl
current_design clk_reciver

set clk_period 2.6
set clk_io_pct 0.2

create_clock -name clk0 -period $clk_period [get_ports {clk_fpga}]

set non_clock_inputs [all_inputs -no_clocks]
set_input_delay [expr $clk_period * $clk_io_pct] -clock clk0 $non_clock_inputs
set_output_delay [expr $clk_period * $clk_io_pct] -clock clk0 [all_outputs]
```
==> results_dict.tcl <==
# place-and-route summary
set metrics [dict create \
    max_freq_mhz 633 \
    dr.pass1.iters 3 \
    worst_ep_required_time_ns 2.08 \
    tritoncts "yes" \
    worstPathArrival_ns 1.06 \
    gp_congestion 0.800 \
    max-cap-violations 0 \
    num_io_pins 5 \
    fin_crit_sh_pct 60.7 \
    flop_area_um2 591 \
    finalHoldViolCount 0 \
    core_util_floorplan_pct 16.2 \
    p_switching_uw 170 \
    io_buffers 4 \
    worst_pin_slew_ns 0.302 \
    top_cell_area_share_pct 39.2 \
    antenna_found_initial 0 \
    cts_max_level 1 \
    ys_seq_share_pct 52.6 \
    startpoint_type "register" \
    drc 0 \
    grt_overflow 0 \
    fillers 758 \
    internal_power_uw 579 \
    p_seq_share_pct 62.5 \
    netSwitchingFraction_pct 22.7 \
    finalMaxSlewViolations 0 \
    power_uw 749 \
    drive_gt1_share_pct 5.00 \
    cts_resized 0 \
    area_growth_pct 18.4 \
    max_stage_delay_ns 0.46 \
    grt_setup_unrepaired "no" \
    num_rows 30 \
    ys_ff 27 \
    combPwrFrac_pct 6.5 \
    setup_viol 0 \
    cp_num_buf_inv 1 \
    endpoint_kind "output pin" \
    postCtsHoldBufs 0 \
    routed_wl_um 1600 \
    area_leaders "dfxtp_1, edfxtp_1, ha_1" \
    clockBufferDepth 2 \
    num_vias 744 \
    grt_pass1_vias 634 \
    cts_buffers 3 \
    cts.sinks 27 \
    diodes 0 \
    warning_count 29 \
    final_antenna_net_count 0 \
    place_hpwl_um 1150 \
    crit_type "reg -> out" \
    die_x_um 105 \
    clk_latency_ns 0.27 \
    p_leak_nw 0.469 \
    crit_fanout 1 \
    crit_path_cell_trace "clkdlybuf4s50_1" \
    root_buffer "clkbuf_8" \
    core-area_mm2 0.00691 \
    postCtsSetupBuffers 0 \
    syn_area_per_cell_um2 10.0 \
    finClkSkew_ns 0.00895 \
    yosys_cells 112 \
    power_density_mw_per_mm2 564 \
    hold_class "reg -> reg" \
    wl_per_cell_um 7.38 \
    grt.total_usage_pct 2.75 \
    status "finished clean" \
    cp_top_family "buffers and inverters" \
    yosysChipArea_mm2 0.00112 \
    comb_area_um2 502 \
    power_frac_clock_pct 31.0 \
    yosys.area.top_type "dfxtp_1" \
    fin_crit_ns 1.58 \
    drt-initial-drc-count 34 \
    max_slew_margin_pct 79.9 \
    tns_ns 0 \
    synthCells 112 \
    grt_max_degree 16 \
    yosysWarnings 1 \
    crit_slowest_cell "clkdlybuf4s50_1" \
    netlist_area_mm2 0.00112 \
    clkTransAtPathRegs_ns 0.09 \
    die_area_mm2 0.0110 \
    grt_pass1_wl_um 2700 \
    irDropWorstVdd_mv 0.269 \
    fp.dieH_um 105 \
    viasPerCell 3.44 \
    synthDistinctLibCells 25 \
]
[through the flow]
stage               std cells  area, um^2  worst slack (ns)  hold slack (ns)  util (%)
CTS                       216        1330              1.00            0.487      19.2
global route              216        1330             0.932            0.519      19.2
finish                    216        1330              1.02            0.480      19.2
global placement          212        1280              1.12            0.465      18.6
detailed placement        212        1280              1.10            0.468      18.6
floorplan                 112        1120              1.24            0.434         -
[final cells by class]
class / count / share of cell area (%)
flip-flops and latches: 27 / 44.4
clock buffers: 3 / 3.11
well taps: 96 / 9.04
inverters: 8 / 2.26
clock inverters: 1 / 0.377
repair buffers: 4 / 3.01
multi-input cells: 77 / 37.8
[metal layers]
layer	part of all wire (%)	GRT usage (%)
met1	53	3.76
met2	41	4.05
met3	3.8	1.06
met4	2.1	0.588
met5	0	0
[final timing paths]
check,startpoint,to,slack [ns],cells past startpoint
setup / recovery,status[0],status[0],1.02,1
hold / removal,flag_edge,prev_flag_edge,0.48,0
setup reg to reg,flag_edge,cnt_watchdog[5],1.10,4
hold reg to reg,flag_edge,prev_flag_edge,0.48,0
[flip-flops by register name, indices dropped and copies added, names as in the netlist]
register / cells
status: 2
prev_flag_edge: 1
cnt_positive: 6
status_positive: 1
cnt_negative: 6
cnt_watchdog: 8
status_negative: 1
flag_edge: 1
status_watchdog: 1
[cell usage after synthesis]
library cell and n:
ha_1 8, or2_2 1, o211a_1 1, dfxtp_1 22, a31oi_1 1, and3_1 2
and2_1 2, nand4b_1 1, or3_1 6, nand2_1 7, xor2_1 4, nor2_1 10
edfxtp_1 5, nand3_1 9, a21boi_0 2, nor2b_1 1, o21a_1 2, o21ai_0 9
o31ai_1 1, and4b_1 1, inv_1 8, xnor2_1 3, or4_1 1, or3b_4 1
a21oi_1 4
[kinds of logic (layout without fill, tap and decap cells)]
kind of cell             after synthesis  count (layout)  synth area share (%)
AND/OR/NAND/NOR                       42              42                  19.7
flip-flops                            27              27                  52.6
AND-OR/OR-AND                         20              20                  10.6
adder cells (fa/ha/maj)                8               8                  8.92
buffers and inverters                  8              16                  2.68
XOR/XNOR                               7               7                  5.46
[power by group through the flow]
stage | sequential, mW | combinational [mW] | clock (mW)
after CTS | 0.468 | 0.0498 | 0.247
final | 0.468 | 0.0487 | 0.232
after global routing | 0.472 | 0.0570 | 0.267
[cells in the final DEF, fill, tap and decap left out, types with 5 or more instances in the layout]
master    instances
dfxtp_1          22
nor2_1           10
inv_1             8
nand2_1           7
edfxtp_1          5
or3_1             6
o21ai_0           9
ha_1              8
nand3_1           9
